==> /design/flow/design.v <==
module addition(a,b,t1,t2,c,t3);
	input a,b;
	input [3:0] t1,t2;
	output [1:0]c;
	output[4:0] t3;
	assign c=a+b;
	assign t3=t1+t2;
endmodule
module test_add;
	reg a,b;
	reg [3:0] t1,t2;
	wire [1:0]c;
	wire [4:0] t3;
	addition A1 (a,b,t1,t2,c,t3);
	initial 
	begin 
		a=0;b=0;
		t1=3'd2; t2=5;
		#15 a=1;b=0;
		t1=3'd4; t2=7;
		#15 a=1;b=1;
		t1=3'd6; t2=1;
		#10 a=0;b=1;
		t1=3'd5; t2=3;
	end
endmodule
==> /design/flow/run.sh <==
#!/bin/bash
# OpenROAD 26Q1-2900-gdf79404cd8, Yosys 0.63+post, stock flow scripts
make -C /OpenROAD-flow-scripts/flow DESIGN_CONFIG=/design/flow/config.mk WORK_HOME=/design/flow/orfs finish
==> /design/flow/config.mk <==
export PLATFORM = sky130hd
export DESIGN_NAME = addition
export DESIGN_NICKNAME = addition
export VERILOG_FILES = /design/flow/design.v
export SDC_FILE = /design/flow/constraint.sdc
export NUM_CORES = 4
export LEC_CHECK = 1
export CORE_AREA = 10 10 70 70
export DIE_AREA = 0 0 80 80
==> /design/flow/constraint.sdc <==
current_design addition

set clk_period 2.4
set clk_io_pct 0.2

create_clock -name clk0 -period $clk_period

set non_clock_inputs [all_inputs -no_clocks]
set_input_delay [expr $clk_period * $clk_io_pct] -clock clk0 $non_clock_inputs
set_output_delay [expr $clk_period * $clk_io_pct] -clock clk0 [all_outputs]
==> impl_report.txt <==
==== FLOW RESULTS ====
----------------------------------------------------
[Status]
  Outcome ........................ finished, final reports clean

[Timing]
  Final worst hold slack ........................ ~1.6 ns
  Setup violators final ........................ 0
  Unrepaired setup endpoints after global routing ........................ no
  Top achievable clock speed ........................ between 400 and 500 MHz
  Headroom to the max-slew limit ........................ 0.911
  Fin crit share ........................ 0.979
  Slew of the pin with the lowest slew margin ........................ 0.134 ns
  Clock period minus final worst setup slack ........................ 2.35 ns
  Max-slew violation count ........................ 0
  Final tally of hold violations ........................ 0

[Logic synthesis]
  Max-area cell share ........................ 0.476
  Syn Inst Count ........................ 12
  Chip Area, Yosys ........................ 131 um2
  Synthesized area per cell ........................ 10.9 um2
  Leading area contributor after synthesis ........................ sky130_fd_sc_hd__ha_1
  Yosys warning total ........................ 0
  Synth top area cells ........................ sky130_fd_sc_hd__ha_1 48%, sky130_fd_sc_hd__a21o_1 17%, sky130_fd_sc_hd__fa_1 15%, sky130_fd_sc_hd__a21oi_2 6.7%, sky130_fd_sc_hd__xnor2_1 6.7%
  Post-synthesis cell area ........................ 131 um2
  Cells in synth_stat.txt ........................ 12
  Seq/Total Area, Yosys ........................ 0
  Synth cell types ........................ 6

[Pwr]
  Sw Ratio ........................ 0.324
  Power share of the clock group ........................ 0
  Power share of the sequential group ........................ 0
  Leakage power ........................ ~0.00016 uW
  Net switching power ........................ 23.4 uW
  Internal power of the cells ........................ 48.8 uW
  Combinational share of power ........................ 1.000
  PnR Total Power ........................ 72.3 uW
  Power Density ........................ 191 mW/mm2
  Worst VDD drop ........................ 0.0000287 V

[Worst setup path]
  Critical path's largest stage delay ........................ 0.51 ns
  Worst-path fanout max ........................ 2
  Cell chain of the critical path ........................ dlygate4sd2_1, ha_2, fa_2, clkdlybuf4s50_1
  Slowest CP cell ........................ sky130_fd_sc_hd__fa_2
  Setup crit start ........................ t2[0]
  Critical path depth ........................ 4
  Signal arrival time at the worst endpoint ........................ 1.87 ns
  Startpoint type of the worst setup path ........................ input pin
  Critical path class ........................ in -> out
  Buffer-and-inverter tally for the worst setup path ........................ 2
  Worst Path Required ........................ 1.92 ns
  Sort of element at the end of the critical path ........................ primary output
  Last element of the critical path ........................ t3[1]
  Top cell family by delay on the critical path ........................ adder cells

[Detailed routing]
  TritonRoute pass-1 iters ........................ 3
  Number of diodes added for antenna fixing ........................ 0
  Count of antenna-violating nets left after detailed routing ........................ 0
  Routed length per instance ........................ between 9 and 10 um
  1st-iter DRT viols ........................ 11
  Final Routed Wirelength ........................ between 700 and 800 um
  Routed vias ........................ 162
  Number of vias per cell ........................ 2.16
  Remaining DRCs ........................ 0

[Final layout]
  Area used by sequential logic in the layout ........................ 0 um2
  Layout-stage area growth over the synthesis result ........................ 189%
  Top logic cell by instance count in the layout ........................ sky130_fd_sc_hd__clkdlybuf4s50_1
  Number of cells in the finished layout apart from fillers ........................ approximately 75
  Most numerous logic cells after layout ........................ 10 x sky130_fd_sc_hd__clkdlybuf4s50_1, 6 x sky130_fd_sc_hd__dlygate4sd2_1, 3 x sky130_fd_sc_hd__a21o_1, 3 x sky130_fd_sc_hd__ha_1
  Comb. cell area ........................ 156 um2
  Flip-flops ........................ 0
  Number of clock buffers in the layout ........................ 0
  Area of all placed cells without fillers ........................ 379 um2
  Proportion of layout cells with a drive suffix above 1 ........................ 0.172
  Count of filler cells inserted in the layout ........................ around 400

[Global route]
  Met2 track demand over resource in global routing ........................ 0.0217
  Fraction of met3 tracks used by global routing ........................ 0.0261
  Maximum number of pins on one net before global-route repair ........................ 4
  Number of antenna violations at the first check in global routing ........................ 0
  Via count of the first global-routing pass ........................ around 180
  Most heavily used metal layer in global routing ........................ met1
  Total global routing overflow ........................ 0
  Met1 track demand over resource in global routing ........................ 0.0292
  Total global-route track usage ........................ 0.0218
  Global-route wire length before repair ........................ ~1.1 mm

[Place]
  Placement-stage cell area ........................ ~360 um2
  Count of port buffers added during placement ........................ 17
  Half-perimeter wire length after placement ........................ around 600 um
  Placer's final routability congestion estimate ........................ between 0.8 and 0.9
  Number of cells in the design after placement ........................ 75

[Run]
  Total tool warning count ........................ 32
  Max-cap violations ........................ 0

[Min path]
  Hold Path Class ........................ in -> out
  Min-delay src ........................ t2[1]

[Floorplan]
  Row Count ........................ 21
  I/O pin count ........................ 17
  Width of the chip ........................ 80 um
  Die Area ........................ 0.00640 mm2
  Core utilization before placement ........................ 0.0385
  Chip Height ........................ approximately 80 um
  Core ar. ........................ 0.00342 mm2

----------------------------------------------------
==> metal layers <==
metal,up-vias,share of wire
li1,79,-
met1,68,0.44
met2,15,0.28
met3,0,0.29
met4,0,0
met5,-,0
==> Yosys cell counts, drive strengths merged <==
cell type	count
xor2	1
a21oi	1
ha	5
a21o	3
fa	1
xnor2	1
==> repair_timing <==
| item | in CTS | in global routing |
|---|---|---|
| pin swaps | 4 | 1 |
| setup buffers | 0 | 0 |
| hold buffers | 0 | 0 |
| setup endpoints to repair | 4 | 3 |
| resized | 9 | 2 |
==> cell families (layout without fill, tap and decap cells) <==
family                     Yosys count  count (layout)  share of synthesized area
buffers and inverters                0              17                          0
AOI/OAI and AO/OA                    4               4                      0.238
adders and majority gates            6               6                      0.629
xor gates and xnor gates             2               2                      0.133
==> cell type report <==
cell class	instances	area share
Tap cell	46	0.152
Multi-Input combinational cell	12	0.413
Timing Repair Buffer	17	0.436
==> worst min-delay path by stage <==
stage / cells past startpoint / end
finish: 4 / t3[2]
global route: 4 / t3[2]
CTS: 4 / t3[2]
==> per-stage QoR <==
step	util	TNS (ns)	worst slack, ns
after floorplan	-	0	0.547
after global placement	0.105	-1.07	-0.377
after detailed placement	0.105	-1.11	-0.379
after CTS	0.107	0	0.00473
after global routing	0.111	0	0.0184
final	0.111	0	0.0508
==> power by group through the flow <==
| stage | clock network, uW | logic, uW | registers (uW) |
|---|---|---|---|
| finish | 0 | 72.3 | 0 |
| CTS | 0 | 70.7 | 0 |
| global route | 0 | 80.8 | 0 |
Power and IR drop assume default switching activity.
